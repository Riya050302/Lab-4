[flow/config.mk]
export PLATFORM = sky130hd
export DESIGN_NAME = ALU
export DESIGN_NICKNAME = ALU
export VERILOG_FILES = /design/flow/design.v
export SDC_FILE = /design/flow/constraint.sdc
export NUM_CORES = 4
export LEC_CHECK = 1
export CORE_UTILIZATION = 40
[flow/constraint.sdc]
current_design ALU

set clk_period 10.4
set clk_io_pct 0.2

create_clock -name clk0 -period $clk_period [get_ports {clk}]

set non_clock_inputs [all_inputs -no_clocks]
set_input_delay [expr $clk_period * $clk_io_pct] -clock clk0 $non_clock_inputs
set_output_delay [expr $clk_period * $clk_io_pct] -clock clk0 [all_outputs]
[flow/design.v]
module ALU #(
    parameter A_WIDTH = 32,
              D_WIDTH = 32  
)(
    input logic               clk, 
    input logic               ALUsrc, 
    input logic               ALUctrl, 
    input logic               ImmOp, 
    input logic               WE3,  
    input logic [A_WIDTH-1:0] AD1, 
    input logic [A_WIDTH-1:0] AD2,
    input logic [A_WIDTH-1:0] AD3,
    output logic              EQ,
    output logic [D_WIDTH-1:0] a0
);
    logic [D_WIDTH-1:0] regOp2; 
    logic [D_WIDTH-1:0] ALUop1; 
    logic [D_WIDTH-1:0] ALUop2; 
    logic [D_WIDTH-1:0] ALUout; 
alu_ addralu (
    .ALUop1 (ALUop1),
    .ALUop2 (ALUop2),
    .EQ  (EQ),
    .ALUctrl (ALUctrl),
    .ALUout (ALUout)
);
Reg_file regfile(
    .clk (clk),
    .AD1 (AD1),
    .AD2 (AD2),
    .AD3 (AD3),
    .WE3 (WE3),
    .RD1 (ALUop1),
    .RD2 (regOp2),
    .WD3 (ALUout),
    .a0 (a0)
);
mux mux(
    .ALUsrc (ALUsrc),
    .regOp2 (regOp2),
    .ALUop2 (ALUop2),
    .ImmOp (ImmOp)
);
endmodule
module Reg_file #(
    parameter ADDRESS_WIDTH = 32,
              DATA_WIDTH = 32
)(
    input   logic [ADDRESS_WIDTH-1:0]        AD1,
    input   logic [ADDRESS_WIDTH-1:0]        AD2,
    input   logic [ADDRESS_WIDTH-1:0]        AD3,
    input   logic                            WE3,
    input   logic [ADDRESS_WIDTH-1:0]        WD3,
    input   logic                            clk,
    output  logic [DATA_WIDTH-1:0]           RD1,
    output  logic [DATA_WIDTH-1:0]           RD2,
    output  logic [DATA_WIDTH-1:0]           a0
);
    logic [ADDRESS_WIDTH-1:0] reg_array [2**DATA_WIDTH-1:0];
    always_ff @ (posedge clk) 
        if (WE3 == 1'b1)
            reg_array[AD3] <= WD3;
    assign a0 = reg_array[5'b01010];
    assign    RD1 = reg_array[AD1];
    assign    RD2 = reg_array[AD2];
endmodule
module alu_(
    input   logic [31:0]      ALUop1, ALUop2,
    input   logic [2:0]            ALUctrl,
    output  logic [31:0]       ALUout,
    output  logic               EQ
);
always_comb 
    case (ALUctrl)
    3'b000:     ALUout = ALUop1 + ALUop2;
    3'b001:     ALUout = ALUop1 - ALUop2;
    3'b010:     ALUout = ALUop1 & ALUop2;
    3'b011:     ALUout = ALUop1 | ALUop2;
    default:    ALUout = 0;
    endcase
    assign      EQ = ALUop1 == ALUop2 ? 1:0;
endmodule
module mux(
    input   logic [31:0]      regOp2, ImmOp,
    input   logic             ALUsrc,
    output  logic [31:0]       ALUop2
);
    assign ALUop2 = ALUsrc ? regOp2 : ImmOp;
endmodule
[flow/run.sh]
#!/bin/bash
# OpenROAD 26Q1-2900-gdf79404cd8, Yosys 0.63+post, stock flow scripts
make -C /OpenROAD-flow-scripts/flow DESIGN_CONFIG=/design/flow/config.mk WORK_HOME=/design/flow/orfs finish
==> Slide: Implementation Results <==
Run Summary

Outcome
  – Status: finished, final reports clean

Clocking
  – Clock transition at the registers of the reported paths: ~0.060 ns
  – Setup bufs post-CTS: 0
  – CTS Hold Bufs: 0
  – Clk buf depth: 2
  – CTS Buf Count: 9
  – CTS tree: done
  – Cells resized by post-CTS repair: 0
  – H-tree level count: 3
  – CTS sink cnt: 64
  – Clk latency of the worst-skew pair: 0.35 ns
  – Root Driver: clkbuf_16

Flow run
  – Tool Warnings: 104
  – Max cap viols: 0

Worst hold path
  – Class of the worst hold path: flip-flop to flip-flop
  – Hold EP: regfile.reg_array[0][31]
  – Hold Crit Start: regfile.reg_array[-1][31]
  – WHS Path Cells: 4

Timing
  – Worst rel slew slack: a little under three fifths
  – Final Max-Slew Violation Tally: 0
  – Minimum clock period: approximately 7.7 ns
  – Final TNS setup: 0 ns
  – Fin crit share: 74.2%
  – Fin. Hold Viols: 0
  – F_max: around 130 MHz
  – Worst-Margin Slew: 0.668 ns
  – Post-route setup slack: 2.68 ns
  – Skew final: 0.00724 ns
  – RSZ-0062 raised after global routing: no
  – WHS: slightly below 0.9 ns
  – Final setup viols: 0

Cells and area
  – Fraction of layout cells with a size suffix above 1: around 14%
  – Layout Cells excl Fill: 1049
  – Fin util: between 40 and 50%
  – Final instance area: ~7900 µm²
  – P&R area growth vs syn: 16.0%

Floorplanning
  – IO Pins: between 100 and 150
  – Pre-Place Util: between 40% and 50%
  – Die Area: about 18000 µm²
  – Die Y: around 130 µm
  – Num rows: about 47
  – Core area: between 15000 and 20000 µm²
  – Die Span X: roughly 130 µm

Drt
  – Via Count: around 5900
  – Vias per cell: roughly 5.6
  – Post-route ant nets: 0
  – DRT Pass-1 Iters: 5
  – DR WL/cell: ~16 µm
  – DRC viols: 0
  – 1st-iter DRT viols: around 370
  – WL final: 17200 µm
  – Ant diodes: 0

Logic synthesis
  – Seq share, synth: around 28%
  – Cell area leaders: edfxtp_1, mux2_2, ha_1
  – Post-synthesis cell count: roughly 780
  – Synth flops: between 60 and 70
  – Unique masters post-synth: just over 70
  – Synth top area share: ~28%
  – Ys cells: 775
  – Synth top cells by count: mux2_2, nand2_1, a21oi_1, edfxtp_1, ha_1
  – Synth Flop Type: edfxtp_1
  – Mapped cell area: roughly 6900 µm²
  – Syn. warnings: 4
  – Post-synth EDFFs: around 64
  – Dominant cell type by area after synthesis: edfxtp_1
  – Syn avg cell area: between 8 and 9 µm²
  – Async set-or-reset flop fraction in the synthesized netlist: 0%
  – Yosys stat chip area: roughly 6900 µm²

GRT
  – Largest net degree at the start of global routing: about 62
  – Grt ovf: 0
  – Vias in the first global route: 5779
  – First-pass GRT wire length: approximately 28000 µm
  – Initial antenna violation count: 0
  – GRT Total Usage: about a fifth

Place
  – Post-Place Worst Slack: between 2 and 3 ns
  – Placed Area: roughly 7700 µm²
  – Port-buffer cells: roughly 71
  – HPWL after detailed placement: ~13000 µm
  – Placed Cells: around 1000
  – RePlAce Congestion: 0.902

Power
  – Pwr per Cell Area: a little under 100 nW/µm²
  – Maximum vdd drop: around 0.000085 V
  – Tot Pwr: about 0.79 mW
  – Leakage: 3.14 nW

Worst setup path
  – Worst-path fanout max: 33
  – Worst r2r src: regfile.reg_array[0][0]
  – Worst setup SP type: input port
  – Critical path arrival: 5.64 ns
  – Setup Crit Path Kind: input port to primary output
  – RR Endpoint: regfile.reg_array[0][28]
  – CP Capture Type: primary output
  – Crit path DRT: around 8.3 ns
  – Reg-to-reg setup timing slack: between 6 and 7 ns
  – Worst reg-to-reg path cell count: 14
-- worst max path at each step --
stage | from | endpoint | cells after the start
finish | AD2[0] | EQ | 10
CTS | AD2[0] | EQ | 10
global route | AD2[0] | EQ | 10
-- area by class of cell --
| cell class | instances | area [µm²] |
|---|---|---|
| clock buffer | 10 | 229 |
| timing repair buffer | 77 | 746 |
| fill | 1580 | 8690 |
| inverter | 59 | 221 |
| tap | 220 | 275 |
| sequential | 64 | 1920 |
| multi-input combinational | 613 | 4490 |
| clock inverter | 6 | 60.1 |
-- flip-flops by register name, indices dropped and copies added (netlist names) --
register               count
regfile.reg_array[-1]     32
regfile.reg_array         32
-- cell families (layout without fill, tap and decap cells) --
family,Yosys count,in the layout,share of synthesized area [%]
AOI/OAI and AO/OA,202,202,19.3
adders and majority gates,64,64,11.9
DFF,64,64,28.0
xor gates and xnor gates,42,42,5.37
buffers and inverters,98,152,6.50
and+or+nand+nor,224,224,15.7
muxes,81,81,13.2
-- cell usage in the layout (no fill, tap or decap), types with 6 or more instances in the layout --
cell             netlist  routed
inv_1                 58      58
mux2i_1                6       6
o21ai_0               41      41
edfxtp_1              64      64
ha_1                  62      62
nor3_1                14      12
nand2b_1               7       7
nor2_1                49      49
buf_4                  1       6
o21a_1                 7       7
o21bai_1               9       9
a21oi_1               73      73
nand4_1               15      15
nand3_1               19      19
nor2b_1                8       8
o31ai_1               10      10
a31oi_1                6       6
xnor2_1               30      30
mux2_2                75      75
nor4_1                15      15
clkbuf_16              0       9
xor2_1                12      12
clkdlybuf4s50_1        0      69
a21o_1                14      14
nand2_1               75      75
-- worst max-delay path, stage by stage --
cell and delay, ns:
clkdlybuf4s50_1 0.45, buf_4 0.43, mux2_2 0.25, nand2_1 0.07
ha_1 0.51, nand3_1 0.29, nor4_1 0.52, nand3b_1 0.13
nor4_1 0.35, clkdlybuf4s50_1 0.55
-- report_power, final --
group | leakage, nW | internal (mW) | switching [mW] | total, mW
logic | 2.43 | 0.0833 | 0.111 | 0.195
registers | 0.576 | 0.292 | 0.0000000000292 | 0.292
clock network | 0.138 | 0.184 | 0.115 | 0.299
total | 3.14 | 0.559 | 0.226 | 0.785
-- per-layer routing --
layer	track usage [%]	part of all wire (%)
met1	29.3	45
met2	33.9	47
met5	0	0
met4	3.13	1.4
met3	4.22	5.9
Power figures rest on the tool's default switching activity, not on a simulated workload.
