===== flow/config.mk =====
export PLATFORM = sky130hd
export DESIGN_NAME = toppc
export DESIGN_NICKNAME = toppc
export VERILOG_FILES = /design/flow/design.v
export SDC_FILE = /design/flow/constraint.sdc
export NUM_CORES = 4
export LEC_CHECK = 1
export CORE_UTILIZATION = 50

===== flow/constraint.sdc =====
current_design toppc

set clk_period 6.3
set clk_io_pct 0.2

create_clock -name clk0 -period $clk_period [get_ports {clk}]

set non_clock_inputs [all_inputs -no_clocks]
set_input_delay [expr $clk_period * $clk_io_pct] -clock clk0 $non_clock_inputs
set_output_delay [expr $clk_period * $clk_io_pct] -clock clk0 [all_outputs]

===== flow/design.v =====
module Countermux (
  input logic [31:0]      PC,       
  input logic [11:0]      ImmOp, 
  input logic             PCsrc,
  output  logic [31:0]    next_PC  
);
logic  [31:0]       branch_PC;  
logic  [31:0]       inc_PC;
assign branch_PC = PC + ImmOp;
assign inc_PC = PC + 32'b100;
assign next_PC = PCsrc ? branch_PC : inc_PC;
endmodule 
module PC_Reg (
    input logic [31:0]            next_PC,
    input logic                   rst,
    input logic                   clk, 
    output logic [31:0]           PC
);
logic [31:0] sreg;
always_ff @ (posedge clk, posedge rst)
    if (rst)
        sreg <= 32'b0;
    else 
        sreg <= next_PC;
assign PC = sreg;
endmodule
module toppc (          
  input logic  [31:0]      ImmOp,
  input logic              rst,   
  input logic              PCsrc,
  input logic              clk,
  output logic  [31:0]     PC
);
  logic  [31:0]        next_PC;    
Countermux Countermux ( 
  .PC (PC),
  .ImmOp (ImmOp),
  .next_PC (next_PC),
  .PCsrc (PCsrc)
);
PC_Reg  PC_Reg( 
  .rst (rst),
  .next_PC (next_PC),
  .clk (clk),
  .PC (PC)
);
endmodule

===== flow/run.sh =====
#!/bin/bash
# OpenROAD 26Q1-2900-gdf79404cd8, Yosys 0.63+post, stock flow scripts
make -C /OpenROAD-flow-scripts/flow DESIGN_CONFIG=/design/flow/config.mk WORK_HOME=/design/flow/orfs finish

==> ci_impl_report.md <==
## Implementation flow summary

| Metric | Value |
|---|---|
| Synthesized cell area | about 0.0021 sq mm |
| Area growth, synth to finish | 29.7% |
| Die H | approximately 67 um |
| Final Setup Violations | 0 |
| WP data required | between 6 and 7 ns |
| Synth Warn # | 2 |
| Final Max-Slew Violation Tally | 0 |
| Yosys Instances | between 200 and 250 |
| #FFs+latches synth | 32 |
| Detailed-route wire length per cell | roughly 14 um |
| Min-delay src | PC_Reg.sreg[31] |
| Top flop regs | PC_Reg.sreg: 32 flops |
| Routed vias/inst | between 5 and 6 |
| Arr. time, crit path | 3.75 ns |
| Hold WC Path Type | reg -> reg |
| Synth Seq Share | roughly two fifths |
| Maximum clock insertion buffer count | 2 |
| I/O pin cnt | between 60 and 70 |
| Hold Path Cell Cnt | 1 |
| Root Driver | clkbuf_8 |
| Starting density of the core | 52.3% |
| Cells after DPL | approximately 320 |
| Unrepaired setup endpoints after global routing | false |
| Pwr dens | 411 mW/mm^2 |
| Path depth of the worst reg2reg path | 9 |
| Worst-case clock skew | between 0.0015 and 0.002 ns |
| Core Area | ~0.004 sq mm |
| Log Warnings | ~46 |
| Peak Freq | roughly 280 MHz |
| Synthesized area per cell | around 9.3 sq um |
| Pin count of the biggest net entering global routing | 33 |
| Cells after synthesis | around 230 |
| FP Rows | 23 |
| P_leak | between 1 and 1.5 nW |
| GRT Total Usage | between 20 and 25% |
| Chip area | between 0.004 and 0.005 sq mm |
| DR vias | 1,800 |
| Share of cells above drive strength 1 | 5.07% |
| Via count of the first global-routing pass | about 1,600 |
| Main area contributors | dfrtp_1, xnor2_1, ha_1 |
| TritonCTS clock tree | yes |
| Non-filler cells, final | between 300 and 400 |
| Drt drc | 0 |
| Setup TNS Final | 0 ns |
| FF-to-FF setup slack | 3.77 ns |
| Initial DRC Count | between 100 and 150 |
| Worst VDD drop | 0.280 mV |
| Asr flop ratio synth | 100% |
| GPL Wtd Cong | a little under 0.9 |
| Final critical-path share of the clock period | 56.8% |
| Worst Path Max Fanout | 10 |
| CP Class | in -> reg |
| Initial antenna violation count | 0 |
| Largest Register | PC_Reg.sreg |
| Yosys stat area | around 0.0021 sq mm |
| Final antenna-violating net count | 0 |
| Number of enable flip-flop cells | 0 |
| Chip width | approximately 67 um |
| Critical Path Start Type | primary input |
| Cts bufs inserted | 5 |
| Port Buffer Count | 46 |
| First-pass GRT wire length | around 7400 um |
| Htree depth | 2 |
| Gr ovfl total | 0 |
| Post-synth top flop | dfrtp_1 |
| Final HPWL DP | about 3300 um |
| Worst R2R Start | PC_Reg.sreg[0] |
| Worst slew margin | 49.1% |
| Synth area leader | dfrtp_1 |
| Hold Crit Endpoint | PC_Reg.sreg[31] |
| Post-CTS Setup Inserts | 0 |
| Clock transition at the registers of the reported paths | 0.07 ns |
| Cell Type Count | roughly 42 |
| Latest clock arrival within the worst-skew pair | 0.28 ns |
| Number of max-cap violations | 0 |
| Min Tclk post-route | between 3 and 4 ns |
| Largest register FFs | 32 |
| Crit. End Element | register |
| Status | complete, no violations |
| Total length of routed wires | 4560 um |
| Post-synth top area share | 38.3% |
| Iteration tally of the first detailed-router pass | 6 |
| Worst-Margin Slew | around 0.76 ns |
| Hold Worst Slack | between 0.4 and 0.5 ns |
| Post-layout util | 67.8% |
| CTS Sinks | 32 |
| FF-to-FF End | PC_Reg.sreg[24] |
| Post_cts resized | 0 |
| Total inserted antenna cells | 0 |
| Final hold violations | 0 |
| Cts hold-fix bufs | 0 |
==> cells in the mapped netlist (3+ instances only) <==
| master | n |
|---|---|
| ha_1 | 13 |
| nor2_1 | 16 |
| o21ai_0 | 9 |
| xor2_1 | 13 |
| inv_1 | 7 |
| clkbuf_1 | 3 |
| nand4_1 | 12 |
| and3_1 | 9 |
| nand3_1 | 9 |
| nor3_1 | 3 |
| a21oi_1 | 17 |
| dfrtp_1 | 32 |
| nand2_1 | 22 |
| xnor2_1 | 24 |
==> through the flow <==
stage               total power, mW  worst slack [ns]  instance area [sq um]
floorplan                     0.710              3.25                   2090
global placement              0.912              2.44                   2600
detailed placement            0.915              2.47                   2600
CTS                            1.12              2.76                   2710
global route                   1.21              2.55                   2710
finish                         1.11              2.72                   2710
==> worst max-delay path, cell delays in order <==
cell	delay, ns
clkdlybuf4s50_1	0.45
ha_1	0.18
inv_1	0.06
fa_1	0.42
nor2b_1	0.13
o21ai_0	0.11
o221ai_1	0.41
a21o_1	0.39
nand4_1	0.17
xnor2_1	0.17
==> cell families after synthesis <==
group	synth area share, %
compound gates	12.9
xor+xnor	15.5
fa+ha+maj	8.74
buf+inv	2.63
flops	38.3
mux	1.56
simple gates	20.3
==> report_power, final <==
group | internal, mW | switching [mW]
clock network | 0.117 | 0.0768
registers | 0.266 | 0.0931
logic | 0.305 | 0.256
==> cells in the final DEF, fill, tap and decap left out, types with 2 or more instances in the layout <==
master / n
o21a_1: 2
clkbuf_8: 5
dfrtp_1: 32
nand2_1: 22
and3_1: 9
nand3_1: 9
xor2_1: 13
inv_1: 7
mux2_2: 2
o211ai_1: 2
ha_1: 13
buf_4: 2
a21o_1: 2
nor4_1: 2
nand4_1: 12
nor3_1: 3
o21ai_0: 9
o2111ai_1: 2
a21oi_1: 17
and4_4: 2
clkdlybuf4s50_1: 46
nor2_1: 16
and2_1: 2
xnor2_1: 24
==> per-layer routing <==
layer | up-vias | share of wire [%] | track usage (%)
met2 | 46 | 43 | 33.2
met5 | - | 0 | 0
li1 | 908 | - | -
met1 | 841 | 52 | 36.6
met3 | 5 | 4.0 | 4.17
met4 | 0 | 1.2 | 2.39
==> layout make-up <==
class                           instances  area [sq um]
Sequential cell                        32           801
Timing Repair Buffer                   48           475
Inverter                                8          30.0
Fill cell                             315          1290
Clock buffer                            6          72.6
Clock inverter                          2          35.0
Tap cell                               50          62.6
Multi-Input combinational cell        180          1230
==> how the worst max path moves through the flow <==
stage     startpoint  slack [ns]  cells past startpoint               to
4_1_cts     ImmOp[0]        2.76                     10  PC_Reg.sreg[24]
5_1_grt     ImmOp[0]        2.55                     10  PC_Reg.sreg[24]
6_report    ImmOp[0]        2.72                     10  PC_Reg.sreg[24]
Power and IR drop assume default switching activity.
